===== design.v =====
module async_fifo#(parameter DATA_WIDTH = 8,
                             FIFO_DEPTH = 16,
                             ADDR_WIDTH = $clog2(FIFO_DEPTH))(
   input wire clk_w,clk_r, rst,wr_en,rd_en,
   input wire [DATA_WIDTH-1:0]data_in,
   output reg [DATA_WIDTH-1:0]data_out,
   output wire empty,full
);
localparam FIFO_WRAP = FIFO_DEPTH - 1;
reg [DATA_WIDTH-1:0]mem[FIFO_DEPTH-1:0];
reg [ADDR_WIDTH-1:0]rd_ptr,wr_ptr;
wire [ADDR_WIDTH-1:0]g_rd_ptr,g_wr_ptr;
wire [ADDR_WIDTH-1:0]g_rd_ptr_sync,g_wr_ptr_sync;
wire [ADDR_WIDTH-1:0]g_b_rd_ptr_sync;
integer i;
always@(posedge clk_w,posedge rst) begin
   if(rst) begin
     wr_ptr <= {ADDR_WIDTH{1'b0}};
      for(i = 0; i<FIFO_DEPTH;i++) begin
         mem[i] <= {DATA_WIDTH{1'b0}};
      end
   end else begin
   if(wr_en && !full) begin
      mem[wr_ptr] <= data_in;
      wr_ptr <= wr_ptr + 1'b1;
   end else begin
      wr_ptr <= wr_ptr;
   end
   end
end 
always@(posedge clk_r,posedge rst) begin
  if(rst) begin
    rd_ptr <= {ADDR_WIDTH{1'b0}};
    data_out <= {DATA_WIDTH{1'b0}};
  end else begin
    if(rd_en && !empty) begin
       data_out <= mem[rd_ptr];
       rd_ptr <= rd_ptr + 1'b1;
    end else begin
       rd_ptr <= rd_ptr;
    end
  end
end
assign g_wr_ptr = ((wr_ptr>>1)^wr_ptr);
assign g_rd_ptr = ((rd_ptr>>1)^rd_ptr);
f_sync f0(.d(g_rd_ptr), .c(clk_w), .r(rst), .o(g_rd_ptr_sync));
f_sync f1(.d(g_wr_ptr), .c(clk_r), .r(rst), .o(g_wr_ptr_sync));
g_b f3(.g(g_rd_ptr_sync), .b(g_b_rd_ptr_sync));
assign full = (wr_ptr == FIFO_WRAP) ? (g_b_rd_ptr_sync == 0): (wr_ptr + 1'b1 == g_b_rd_ptr_sync);
assign empty = (g_rd_ptr == g_wr_ptr_sync);
endmodule 
module f_sync#(parameter ADDR_WIDTH = 4)(
  input wire c,r,
  input wire [ADDR_WIDTH-1:0]d,
  output reg [ADDR_WIDTH-1:0]o
);
  (* ASYNC_REG = "TRUE" *)reg [ADDR_WIDTH-1:0]a;
  reg [ADDR_WIDTH-1:0]b;
  always@(posedge c, posedge r) begin
    if(r) begin
      o <= {ADDR_WIDTH{1'b0}};
      a <= {ADDR_WIDTH{1'b0}};
      b <= {ADDR_WIDTH{1'b0}};
    end else begin
      a <= d;
      b <= a;
      o <= b;
    end
  end
endmodule 
module g_b#(parameter ADDR_WIDTH = 4)(
  input wire [ADDR_WIDTH-1:0]g,
  output wire [ADDR_WIDTH-1:0]b
);
  assign b[ADDR_WIDTH-1] = g[ADDR_WIDTH-1];
generate 
  genvar i;
    for(i = ADDR_WIDTH-2; i>=0;i = i-1) begin
      assign b[i] = g[i] ^ b[i+1];
    end
  endgenerate
endmodule 

===== run.sh =====
#!/bin/bash
# OpenROAD 26Q1-2900-gdf79404cd8, Yosys 0.63+post, stock flow scripts
make -C /OpenROAD-flow-scripts/flow DESIGN_CONFIG=/design/flow/config.mk WORK_HOME=/design/flow/orfs finish

===== config.mk =====
export PLATFORM = sky130hd
export DESIGN_NAME = async_fifo
export DESIGN_NICKNAME = async_fifo
export VERILOG_FILES = /design/flow/design.v
export SDC_FILE = /design/flow/constraint.sdc
export NUM_CORES = 4
export LEC_CHECK = 1
export CORE_UTILIZATION = 50

===== constraint.sdc =====
current_design async_fifo

set clk_period 5.4
set clk_io_pct 0.2

create_clock -name clk0 -period $clk_period [get_ports {clk_r}]
create_clock -name clk1 -period $clk_period [get_ports {clk_w}]

set non_clock_inputs [all_inputs -no_clocks]
set_input_delay [expr $clk_period * $clk_io_pct] -clock clk0 $non_clock_inputs
set_output_delay [expr $clk_period * $clk_io_pct] -clock clk0 [all_outputs]

==> qor.csv <==
metric,value,unit
detail_route.wl_per_cell,22.54,um
p_per_area,667.0,mW/mm2
dp_hpwl,11180,um
ys_top_cells_by_count,"dfrtp_1 (168), mux2_2 (81), mux2_4 (49)",
crit_required,4.32,ns
edf_count,0,
setup.worst_path.end_class,primary output,
ys_cells,553,
tritoncts,done,
post_cts_buffers,0,
top_cell_area_share,0.5455,
core_area,0.01515,mm2
drc_errors,0,
syn2layout_area_growth,14.14,%
async_reset_ff_frac,1.000,
fin_tns_setup,0,ns
row_count,45,
crit_buf_inv,2,
max_cap_viol_count,0,
place_congestion,0.8079,
ys_seq_frac,0.5455,
fin_skew,0.006257,ns
topCellsByArea,"dfrtp_1 (55%), mux2_2 (12%), mux2_4 (9.5%)",
grt_use_total,0.2537,
yosysWarnings,3,
synth.most_common_cell,dfrtp_1,
numSynthFlops,168,
worst_setup_path_start_kind,flop,
die_area,0.01592,mm2
slew_violations,0,
max_stage_delay,0.46,ns
ant_nets,0,
drt-initial-drc-count,296,
antenna_found_initial,0,
hold_path.class,flop to flop,
cp_cell_sequence,inv_1 > ha_1 > xor2_1 > or3_4 > a2111oi_4 > nand2b_1 > clkdlybuf4s50_1,
grt-ovfl-total,0,
setup_viol,0,
slew_headroom,0.3630,
io_buffer_count,21,
p_leak,3.841,nW
grt_max_degree,56,
postSynthCellCount,553,
cp.arrival,2.83,ns
largest_area_cell,dfrtp_1,
vias,4630,
rsz0062_at_grt,false,
io_pins,23,
netlist_area,0.007707,mm2
crit_slowest_cell,clkdlybuf4s50_1,
cp_top_family,buffers and inverters,
clk_pin_slew,0.06,ns
warning_count,38,
hold_buffers,0,
crit_path_max_fanout,5,
die_w,126.2,um
clock_sinks,168,
tightestPinTransition,0.9431,ns
cts_resized,0,
syn_avg_cell_area,13.94,um2
detailedRoute.firstPassIterationCount,4,
die_y,126.2,um
diodes,0,
yosys.cell_types.count,43,
fp_util,0.5089,
grt_pass1_wl,28860,um
ir_drop,0.2963,mV
ys.flop_type,dfrtp_1,
holdWs,0.3389,ns
via_per_inst,5.898,
wl,17690,um
layout-drive-gt1-share,0.3400,
hold_viol_final,0,
criticalPathCategory,flop to primary output,
ys_area,0.007707,mm2
grt_pass1_vias,4831,
outcome,finished clean,
power by group:
group	internal [W]	total (W)	leakage, nW	switching (W)
sequential	0.00189	0.00223	2.05	0.000342
combinational	0.00119	0.00237	1.48	0.00119
clock	0.000762	0.00126	0.304	0.000503
total	0.00384	0.00587	3.84	0.00203
layout by cell type (no fill, tap or decap), types with 2 or more instances in the layout:
master / count
clkbuf_16: 20
a22o_1: 28
xnor2_1: 13
nor2_1: 15
nand2_1: 23
a21oi_1: 4
clkdlybuf4s50_1: 21
mux2_4: 49
a32o_1: 2
o21ai_0: 2
dfrtp_1: 168
o22a_1: 2
a21o_1: 2
o2111ai_1: 2
ha_1: 20
o22ai_1: 6
nand3_1: 3
xor2_1: 3
mux2_2: 81
buf_4: 21
a222oi_1: 7
a221oi_1: 6
nor3_2: 9
clkinv_2: 3
inv_1: 19
o31ai_1: 3
nor3_4: 6
clkinvlp_4: 4
a22oi_1: 26
a311oi_1: 2
nor3_1: 3
nand4_1: 4
clkbuf_8: 3
nand2b_1: 2
layout make-up:
| type | count | area, um2 |
|---|---|---|
| fill | 1135 | 6349 |
| sequential | 168 | 4204 |
| multi-input combinational | 334 | 3281 |
| clock buffer | 24 | 545.5 |
| timing repair buffer | 42 | 367.9 |
| tap | 188 | 235.2 |
| clock inverter | 9 | 85.08 |
| inverter | 20 | 78.83 |
registers in the layout, summed over array words and instances, names as in the netlist:
signal / count
data_out: 8
f0.a: 4
f0.b: 4
f0.o: 4
f1.a: 4
f1.b: 4
f1.o: 4
mem: 128
rd_ptr: 4
wr_ptr: 4
routing by layer:
layer,global-route usage,share of wire,vias to the layer above
li1,-,-,2095
met1,0.4120,0.47,2383
met2,0.3510,0.44,126
met3,0.07922,0.064,26
met4,0.05528,0.023,0
met5,0,0,-
worst register-to-register path, cell delays in order, from the launching register on:
cell      delay [ns]
dfrtp_1         0.43
ha_1            0.57
inv_1           0.34
a41oi_1         0.88
buf_4           0.33
o221ai_1        0.14
nor3_1          0.33
o31ai_1         0.12
metrics by stage:
stage	util	std cells	setup WS (ns)	area [um2]	total power [W]
floorplan	-	553	2.179	7711	0.003940
global placement	0.5392	752	2.002	8167	0.004566
detailed placement	0.5392	752	1.929	8167	0.004605
CTS	0.5808	785	1.472	8797	0.005904
global route	0.5808	785	1.365	8797	0.006250
finish	0.5808	785	1.492	8797	0.005868
final timing paths:
| kind | startpoint | endpoint | slack [ns] | cells after the start |
|---|---|---|---|---|
| max in group asynchronous | rst | f1.o[3]$_DFF_PP0_ | 3.25 | 3 |
| max | wr_ptr[0]$_DFFE_PP0P_ | full | 1.49 | 7 |
| max in group clk1 | wr_ptr[0]$_DFFE_PP0P_ | mem[7][5]$_DFFE_PP0P_ | 2.43 | 9 |
| max reg2reg | rd_ptr[0]$_DFFE_PP0P_ | data_out[0]$_DFFE_PP0P_ | 2.11 | 7 |
| min | rd_ptr[3]$_DFFE_PP0P_ | f0.a[3]$_DFF_PP0_ | 0.34 | 0 |
| min in group asynchronous | rst | mem[9][5]$_DFFE_PP0P_ | 1.02 | 2 |
| min reg2reg | rd_ptr[3]$_DFFE_PP0P_ | f0.a[3]$_DFF_PP0_ | 0.34 | 0 |
| min in group clk0 | f1.b[3]$_DFF_PP0_ | f1.o[3]$_DFF_PP0_ | 0.35 | 0 |
kinds of logic after synthesis:
group           count (synthesis)  share of synthesized area
simple gates                   72                    0.05812
buf+inv                        51                    0.02890
xor+xnor                       16                    0.01818
mux                           130                     0.2138
flops                         168                     0.5455
compound gates                 96                     0.1031
fa+ha+maj                      20                    0.03247
Power figures rest on the tool's default switching activity, not on a simulated workload.
