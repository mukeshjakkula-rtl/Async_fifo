File: /design/flow/run.sh
#!/bin/bash
# OpenROAD 26Q1-2900-gdf79404cd8, Yosys 0.63+post, stock flow scripts
make -C /OpenROAD-flow-scripts/flow DESIGN_CONFIG=/design/flow/config.mk WORK_HOME=/design/flow/orfs finish
File: /design/flow/config.mk
export PLATFORM = sky130hd
export DESIGN_NAME = two_flop_sync
export DESIGN_NICKNAME = two_flop_sync
export VERILOG_FILES = /design/flow/design.v
export SDC_FILE = /design/flow/constraint.sdc
export NUM_CORES = 4
export LEC_CHECK = 1
export CORE_AREA = 10 10 70 70
export DIE_AREA = 0 0 80 80
File: /design/flow/constraint.sdc
current_design two_flop_sync

set clk_period 1.0
set clk_io_pct 0.2

create_clock -name clk0 -period $clk_period [get_ports {clk}]

set non_clock_inputs [all_inputs -no_clocks]
set_input_delay [expr $clk_period * $clk_io_pct] -clock clk0 $non_clock_inputs
set_output_delay [expr $clk_period * $clk_io_pct] -clock clk0 [all_outputs]
File: /design/flow/design.v
module two_flop_sync(
    input logic clk,rst,
    input logic [3:0]data_in,
    output logic [3:0]data_out
);
logic [3:0]temp;
always_ff@(posedge clk) begin
    if(rst) begin
        data_out <= '0;
        temp     <= '0;
    end else begin
        temp <= data_in;
        data_out <= temp;
    end
end
endmodule
==> metrics.cfg <==
[worst_setup_path]
critPathSlowestCell = dfxtp_1
crit_path_start_kind = flop
worstSetupEndpointType = output pin
critical_path.max_fanout = 1
cp.buffers_inverters = 1
data_required_time_at_the_worst_endpoint_ps = 800
setup.worst_path.class = flop to output pin
timing.critical_path.arrival_ps = 720
critical_path.max_stage_delay_ps = 300
worst_path_dominant_cell_family = flip-flops
critical_path.cell_chain = clkdlybuf4s15_1

[grt]
global_route.overflow_total = 0
wire_length_of_the_first_global_routing_pass_um = 731
grt_start_max_net_pins = 9
antenna_found_initial = 0
via_count_of_the_first_global_routing_pass = 162
grt_util_all_layers = 0.0155

[yosys]
syn_area_um2 = 210
top_area_frac = 0.762
synth.ff_latch_count = 8
post_synth_inst_count = 16
synthTopCellsByArea = dfxtp_1, nor2b_1
edff_count_synth = 0
synth-area-yosys_um2 = 210
synth.top_cells.by_count = dfxtp_1, nor2b_1
ys.flop_type = dfxtp_1
yosys_cell_count = 16
syn-mean-instance-area_um2 = 13.1
synth-async-reset-ratio = 0
netlist.top_cell.by_area = dfxtp_1
seq_area_frac_synth = 0.762
yosysWarnings = 1
synth.distinct_cells = 2

[clock_tree]
postCtsSetupBuffers = 0
cts.sink_count = 8
clock_tree_from_tritoncts = yes
clockBufferDepth = 2
clk_latency_ps = 250
number_of_cts_inserted_buffers = 3
clkTransAtPathRegs_ps = 50
clockRootBuffer = clkbuf_4
htreeDepth = 1

[route]
ant_nets = 0
num_vias = 137
wl_per_cell_um = 6.03
detail_route.vias_per_cell = 1.85
routed_wl_um = 446
drt-pass1-iter-count = 1
insertedDiodeCount = 0
detail_route.iter0.violations = 0
post-route-drc-count = 0

[layout]
layout_overhead_on_the_synthesized_area_pct = 81.5
post-route-cell-area_um2 = 382
post_route_cells_drive_above_1_share = 0.143
stdcell_count = 74
post-route-util = 0.112

[timing]
final-hold-violation-count = 0
worst_pin_slew_ps = 261
rsz_0062_raised_after_global_routing = no
final-setup-viol-count = 0
fin_crit_ps = 917
timing.slew.headroom = 0.826
final.setup.tns_ps = 0
fmaxAchievable_mhz = 1090
finClkSkew_ps = 3.65
slew_violations = 0
fin_crit_sh = 0.917
fin_ws_ps = 83.5

[run]
stage_log_warnings = 25
max_cap_violations = 0

[floorplanning]
core_util_floorplan = 0.0615
die_x_um = 80
placementRows = 21
core_um2 = 3420
die_h_um = 80
chip_area_um2 = 6400
design.portCount = 10

[place]
gp_routability_congestion = 0.692
placement.cell_area_um2 = 358
buffer_ports.inserted = 9
place_ws_ps = -21.8
placedCellCount = 71

[power_and_ir_drop]
pwr_density_cell_nw_per_um2 = 1600
pleak_uw = 0.000136
power.ir.vdd_worst_mv = 0.388

[worst_hold_path]
hp-class = flop to flop

[run_status]
run_status = finished, final reports clean

==> registers in the layout, summed over array words and instances (netlist names) <==
register / count
data_out: 4
temp: 4
==> metal layers <==
| layer | track usage | vias to the layer above | routed length, um |
|---|---|---|---|
| met2 | 0.0136 | 14 | 73 |
| met3 | 0.0307 | 0 | 168 |
| met1 | 0.0154 | 51 | 204 |
| met4 | 0 | 0 | 0 |
| met5 | 0 | - | 0 |
| li1 | - | 72 | - |
==> per-stage QoR <==
step           power [uW]  hold WS [ps]
4_1_cts               622           436
3_3_place_gp          386           432
3_5_place_dp          389           430
5_1_grt               664           460
6_report              612           433
2_1_floorplan         351           272
==> where the power goes <==
group | switching, uW | leakage [uW] | internal, uW
clock network | 96.6 | 0.0000138 | 136
registers | 2.72 | 0.0000666 | 335
logic | 10.4 | 0.0000555 | 31.6
total | 110 | 0.000136 | 503
==> repair_timing <==
item                                    4_1_cts  5_1_grt
cloned                                        0        0
endpoints found under the setup margin        4        4
gates resized                                 4        5
hold buffers                                  0        0
==> final timing paths <==
| kind | startpoint | endpoint | slack [ps] | cells past startpoint |
|---|---|---|---|---|
| min | temp[1] | data_out[1] | 430 | 1 |
| max reg2reg | temp[2] | data_out[2] | 490 | 1 |
| min reg2reg | temp[1] | data_out[1] | 430 | 1 |
| max | data_out[1] | data_out[1] | 80 | 1 |
==> layout by cell type (no fill, tap or decap), drive strengths merged <==
| cell | netlist | layout |
|---|---|---|
| clkbuf | 0 | 3 |
| clkdlybuf4s15 | 0 | 4 |
| clkdlybuf4s50 | 0 | 5 |
| dfxtp | 8 | 8 |
| nor2b | 8 | 8 |
==> kinds of logic after synthesis <==
kind of cell and share of synthesized area:
DFF 0.762, and+or+nand+nor 0.238
==> area by class of cell <==
class / count / area [um2]
clock buffer: 3 / 22.5
sequential: 8 / 161
multi-input combinational: 8 / 50.0
fill: 395 / 3030
timing repair buffer: 9 / 90.1
tap: 46 / 57.6
Power and IR drop assume default switching activity.
